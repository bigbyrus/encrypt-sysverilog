==> /design/flow/design.v <==
module dat_mem #(parameter W=8, byte_count=256)(
  input                           clk,
                                  write_en,  
  input  [$clog2(byte_count)-1:0] raddr,     
                                  waddr,     
  input  [ W-1:0]                 data_in,
  output [ W-1:0]                 data_out
    );
logic [W-1:0] core[byte_count];	 
assign data_out = core[raddr] ;	 
always_ff @ (posedge clk)
  if (write_en)
    core[waddr] <= data_in;
endmodule
module lfsr6(
  input              clk,
                     en,
			         init,
  input       [5:0]  taps,
                     start,
  output logic[5:0]  state);
  logic[5:0] taptrn;			  
  always @(posedge clk)
	if(init) begin
	  state  <= start;		   
	  taptrn <= taps;			   
	end
	else if(en)					   
	  state  <= {state[4:0],^(state&taptrn)};
endmodule
module top_level (
  input        clk, 
               init,
  output logic done);
logic         write_en;   
logic[7:0]    raddr,
              waddr;
logic[7:0]    data_in;
wire [7:0]    data_out;
logic         LFSR_en;         
logic[   5:0] taps,            
              start;           
logic[   7:0] pre_len;         
logic         taps_en,        
              start_en,       
              prelen_en;      
logic         load_LFSR;      
wire [   5:0] LFSR;                       
logic[   7:0] scram;          
logic[   7:0] ct_inc;    
logic         preamble;
logic[   5:0] pre_cnt;
logic         message;
logic[   5:0] msg_cnt;
dat_mem dm1(.clk, .write_en, .raddr, .waddr,
            .data_in, .data_out);
lfsr6 l6(.clk, .en(LFSR_en), .init(load_LFSR),
         .taps, .start, .state(LFSR));
logic[7:0] ct;
always @(posedge clk)
  if(init) begin
    ct <= 0;
	 end
  else 
	ct <= ct + ct_inc;
always_comb begin
  write_en  = 'b0;
  LFSR_en   = 'b0;
  prelen_en = 'b0;
  taps_en   = 'b0;
  start_en  = 'b0;
  load_LFSR = 'b0;
  ct_inc    = 'b1;
  done = 'b0;
  preamble = 'b0;
  message = 'b0;
  raddr = 'd0;
  waddr = 'd64;
  data_in = 'd0;
  case(ct)
    0,1: begin
           raddr     = 'd0;
   		   waddr     = 'd64;
         end
    2:   begin
           raddr      = 'd61;
           waddr      = 'd64;
           prelen_en  = 'b1;
         end
    3:   begin
           raddr      = 'd62;
           waddr      = 'd64;
           taps_en    = 'b1;
         end
    4:   begin
           raddr      = 'd63;
		     waddr      = 'd64;
           start_en   = 'b1;
         end
	5:   begin
	       raddr      = 'd0;
		   waddr      =	'd64;
		   load_LFSR  = 'b1;
		 end
    6:   begin             
	       raddr      = 'd0;
		   waddr      =	'd64;
			preamble = 'b1;
			data_in  = data_out^{2'b0,start};
			write_en = 'b1;
			LFSR_en  = 'b1;
         end
	 7: begin
	      preamble = 'd1;
			raddr = 'd0;
			data_in = data_out^{2'b0,LFSR};
			waddr = 'd64+pre_cnt;
			write_en = 'b1;
			LFSR_en = 'b1;
			if((pre_cnt+1) >= pre_len) begin
				ct_inc = 'b1;
				message = 'b1;
		      preamble = 'b0;
			end
			else 
				ct_inc = 'b0;
		 end
	  8: begin
	     message = 'b1;
		  raddr = 'd0+msg_cnt;
		  data_in = data_out^{2'b0,LFSR};
		  waddr = 'd64+pre_cnt;
		  write_en = 'b1;
		  LFSR_en = 'b1;
		  if(64+pre_len+msg_cnt >= 128)
				ct_inc = 'b1;
		  else ct_inc = 'b0;
	  end
	  9: begin
		done = 'b1;
		ct_inc = 'b0;
	  end
	default: begin
     end
  endcase
end 
always @(posedge clk)
  if(prelen_en)
    pre_len <= data_out;
  else if(taps_en)
    taps    <= data_out;
  else if(start_en) begin
    start   <= data_out;
	 pre_cnt <= 'd0;
	 msg_cnt <= 'd0;
	 end
  else if(preamble)
	 pre_cnt <= pre_cnt+1;
  else if(message) begin
	 pre_cnt <= pre_cnt+1;
	 msg_cnt <= msg_cnt+1;
	 end
endmodule
==> /design/flow/run.sh <==
#!/bin/bash
# OpenROAD 26Q1-2900-gdf79404cd8, Yosys 0.63+post, stock flow scripts
make -C /OpenROAD-flow-scripts/flow DESIGN_CONFIG=/design/flow/config.mk WORK_HOME=/design/flow/orfs finish
==> /design/flow/config.mk <==
export PLATFORM = sky130hd
export DESIGN_NAME = top_level
export DESIGN_NICKNAME = top_level
export VERILOG_FILES = /design/flow/design.v
export SDC_FILE = /design/flow/constraint.sdc
export NUM_CORES = 4
export LEC_CHECK = 1
export CORE_AREA = 10 10 70 70
export DIE_AREA = 0 0 80 80
==> /design/flow/constraint.sdc <==
current_design top_level

set clk_period 1.7
set clk_io_pct 0.2

create_clock -name clk0 -period $clk_period [get_ports {clk}]

set non_clock_inputs [all_inputs -no_clocks]
set_input_delay [expr $clk_period * $clk_io_pct] -clock clk0 $non_clock_inputs
set_output_delay [expr $clk_period * $clk_io_pct] -clock clk0 [all_outputs]
==> out/results.tsv <==
metric	value	unit
regArea	163	sq um
synth_seq_share	45.2	%
required	1880	ps
clock_latency	250	ps
combinationalPowerShare	10.1	%
grt_overflow	0	
cts_setup_buffers	0	
crit_path_max_incr_delay	380	ps
grt_util_all_layers	2.39	%
cts_sinks	8	
timing.rr.start	ct[5]	
cts_tree	built	
largest-register	ct	
startpoint_type	flop	
synthAoiAreaFrac	9.54	%
ir_worst_vdd	0.000351	V
biggestRegsByFlops	ct (8)	
drt_iter0_drc	6	
setup_viol	0	
drcViolationCount	0	
yosys-top-cells-count	dfxtp_1 (8), nor2_1 (6)	
place_inst	90	
numCtsBuffers	3	
seqPwrFrac	52.5	%
pwr_density_cell	803	nW/um^2
yosysTopAreaCellShare	45.2	%
power_frac_clock	37.3	%
synth_area	354	sq um
hold_viol	0	
max_freq	659	MHz
dp_hpwl	479	um
syn_area_per_cell	8.85	sq um
yosysWarnings	3	
status	finished clean	
hold_class	flop to flop	
path_class	flop to flop	
xor_share	9.89	%
largest_reg_flops	8	
syn_to_final_growth	34.6	%
portBuffers	2	
p_int	0.296	mW
ys_sh_adder	3.53	%
h-tree-depth	1	
die_x	80	um
first_pass_iters	2	
cp.depth	6	
instances_no_fill	93	
fp.coreArea	3420	sq um
fin_crit_sh	89.2	%
tool_warnings	25	
design_area	477	sq um
synthFlopType	dfxtp_1	
grt_pass1_vias	315	
drt_wl_total	634	um
synth.most_common_cell	dfxtp_1	
die_h	80	um
vias_per_cell	3.14	
endpoint	ct[7]	
grt_start_max_net_pins	9	
rr_endpoint	ct[7]	
fin_tns_setup	0	ps
antenna_cells	0	
wire_per_inst	6.82	um
cp_max_fo	5	
fp_util	10.4	%
switching_share	22.5	%
switchingPower	0.0862	mW
cts_hold_buf	0	
grt_antenna_before_repair	0	
gp_congestion	0.730	
syn_inst	40	
p_total	0.383	mW
tightestPinTransition	320	ps
top_area_cell	dfxtp_1	
numSynthFlops	8	
drive_gt1_share	27.7	%
crit_family	simple AND/OR/NAND/NOR gates	
ant_nets	0	
mux_area_share	0	%
path_clk_slew	50	ps
r2r_setup_slack	180	ps
crit_buf_inv	0	
dieArea	6400	sq um
placed_area	450	sq um
crit_path_end_kind	flop	
grt_pass1_wl	1.25	mm
fillCellCount	398	
ys_area	354	sq um
drv_cap	0	
synth_cell_types	16	
slew_headroom	78.6	%
worstSetupStartpoint	ct[5]	
synthSimpleGateAreaFrac	28.6	%
crit_path_cell_trace	nor2_1, nand3_1, ha_1, nand4_2, or3_1, a21oi_1	
slowest_stage	dfxtp_1	
fin_skew	5.52	ps
cp_data_arrival_time	1700	ps
async_flop_share	0	%
logic_family	simple AND/OR/NAND/NOR gates	
rsz0062_at_grt	no	
leakage	0.171	nW
ys_cells	40	
period_minus_slack	1520	ps
logic_area	189	sq um
slew_viol_final	0	
clockBufferDepth	2	
ff2ff_path_depth	6	
edf_count	0	
num_rows	21	
cts_root_buf	clkbuf_4	
vias	292	
io_pins	3	
area_leaders	dfxtp_1 (45%), xor2_1 (7.4%), nand4_2 (7.1%), nor2_1 (6.4%), or3_1 (5.3%)	
-- cell usage in the layout (no fill, tap or decap), types with 3 or more instances in the layout --
master	synthesis	layout
buf_4	0	3
nand3_1	3	3
nor2_1	6	6
dfxtp_1	8	6
o21ai_0	3	3
or3_1	3	3
xor2_1	3	3
clkbuf_4	0	3
-- what timing repair did --
action / 4_1_cts / 5_1_grt
resized: 3 / 3
pin swaps: 3 / 3
endpoints found under the setup margin: 1 / 1
-- per-layer routing --
layer  GRT usage, %  wire length [um]
met5              0                 0
met4          0.176                 0
met3           1.59                60
met2           3.53               251
met1           2.95               322
-- worst min-delay path by stage --
| stage | start | end | depth (start not counted) |
|---|---|---|---|
| 5_1_grt | ct[7] | ct[7] | 2 |
| 4_1_cts | ct[7] | ct[7] | 2 |
| 6_report | ct[7] | ct[7] | 2 |
-- layout make-up --
cell class                 instances  share of cell area, %
clock buffer                       3                   4.72
inverter                           2                   1.57
multi-input combinational         29                   39.6
timing repair buffer               5                   7.87
sequential                         8                   34.1
tap                               46                   12.1
-- power by group through the flow --
stage	clock network [mW]	registers [mW]	logic [mW]
finish	0.143	0.201	0.0388
CTS	0.150	0.200	0.0384
global route	0.170	0.201	0.0447
-- tightest hold or removal path, stage by stage (launching register included) --
cell and delay, ps:
dfxtp_1 310, o21ai_0 70, a21oi_1 60
-- metrics by stage --
step	utilization [%]	worst slack, ps	hold WS [ps]
after floorplan	-	250	458
after global placement	13.2	45.2	471
after detailed placement	13.2	61.0	481
after CTS	14.0	49.6	491
after global routing	14.0	29.3	559
final	14.0	183	492
-- cells by family (layout without fill, tap and decap cells) --
family	after synthesis	count (layout)
fa+ha+maj	1	1
compound gates	6	6
flops	8	8
buf+inv	3	10
xor+xnor	4	4
simple gates	18	18
No activity file was given, so power comes from the tool's default toggle rates.
